--- flow/run.sh ---
#!/bin/bash
# OpenROAD 26Q1-2900-gdf79404cd8, Yosys 0.63+post, stock flow scripts
make -C /OpenROAD-flow-scripts/flow DESIGN_CONFIG=/design/flow/config.mk WORK_HOME=/design/flow/orfs finish
--- flow/config.mk ---
export PLATFORM = sky130hd
export DESIGN_NAME = lab5_top
export DESIGN_NICKNAME = lab5_top
export VERILOG_FILES = /design/flow/design.v
export SDC_FILE = /design/flow/constraint.sdc
export NUM_CORES = 4
export LEC_CHECK = 1
export CORE_UTILIZATION = 30
--- flow/constraint.sdc ---
current_design lab5_top

set clk_period 3.2
set clk_io_pct 0.2

create_clock -name clk0 -period $clk_period [get_ports {clk1}]
create_clock -name clk1 -period $clk_period [get_ports {clk2}]

set non_clock_inputs [all_inputs -no_clocks]
set_input_delay [expr $clk_period * $clk_io_pct] -clock clk0 $non_clock_inputs
set_output_delay [expr $clk_period * $clk_io_pct] -clock clk0 [all_outputs]
--- flow/design.v ---
module Rx (
    input clk, rst_n,
    input [15:0] SYMBOL_WIDTH,        
    input Rx,
    output recv_req,
    output [7:0] d_out
);
    wire bit_begin, get, inc_i, inc_t, reset_i, reset_t, done;
    wire i_eq_10, t_eq_sym_wid, t_eq_hal_sym_wid;
    detect_edge detect (
        .clk(clk), .rst_n(rst_n),
        .in(Rx),
        .change(bit_begin)
    );
    Rx_datapath rx_dp (
        .clk(clk), .rst_n(rst_n),
        .Rx(Rx),
        .SYMBOL_WIDTH((SYMBOL_WIDTH)),
        .get(get),
        .inc_i(inc_i),
        .inc_t(inc_t),
        .reset_i(reset_i),
        .reset_t(reset_t),
        .done(done),
        .recv_req(recv_req),
        .i_eq_10(i_eq_10),
        .t_eq_sym_wid(t_eq_sym_wid),
        .t_eq_hal_sym_wid(t_eq_hal_sym_wid),
        .d_out(d_out)
    );
    Rx_control rx_ctr (
        .clk(clk), .rst_n(rst_n),
        .bit_begin(bit_begin),
        .i_eq_10(i_eq_10),
        .t_eq_sym_wid(t_eq_sym_wid),
        .t_eq_hal_sym_wid(t_eq_hal_sym_wid),
        .get(get),
        .inc_i(inc_i),
        .inc_t(inc_t),
        .reset_i(reset_i),
        .reset_t(reset_t),
        .done(done),
        .recv_req(recv_req)
    );
endmodule
module Rx_control (
    input clk, rst_n, bit_begin,
    input i_eq_10, t_eq_sym_wid, t_eq_hal_sym_wid,
    output reg get, inc_i, inc_t, reset_i, reset_t, done,
    output reg recv_req      
);
    localparam  idle = 0,
                receiving = 1;
	reg state, next_state;
	always @(state, i_eq_10, t_eq_sym_wid, t_eq_hal_sym_wid, bit_begin)
	begin
        get = 0;
        inc_i = 0;
        inc_t = 0;
        reset_i = 0;
        reset_t = 0;
        recv_req = 1;
        done = 0;
        next_state = state;
		case (state)
            idle: 
                if (bit_begin) begin
                    reset_i = 1;
                    reset_t = 1;
                    recv_req = 0;
                    next_state = receiving;
                end
            receiving:
            begin
                recv_req = 0;
                if (bit_begin|t_eq_sym_wid) begin
                    reset_t = 1;
                    inc_i = 1;
                    if (i_eq_10) begin
                        reset_i = 1;
                        done = 1;
                        next_state = idle;
                    end
                end
                else begin
                    inc_t = 1;
                    if (t_eq_hal_sym_wid) get = 1;
                end
            end
            default: next_state = state;
        endcase
	end
	always @(posedge clk or negedge rst_n) begin
		if (~rst_n) begin
		    state <= idle;
		end
		else begin
			state <= next_state;
		end
	end
endmodule
module Rx_datapath (
    input clk, rst_n,
    input Rx,
    input [15:0] SYMBOL_WIDTH,       
    input get, inc_i, inc_t, reset_i, reset_t, done,
    input recv_req,
    output i_eq_10, t_eq_sym_wid, t_eq_hal_sym_wid,
    output reg [7:0] d_out
);
    reg [3:0] i;
    reg [15:0] t;
    reg [9:0] buffer;
    assign i_eq_10 = (i==9)&t_eq_sym_wid;
    assign t_eq_sym_wid = (t == SYMBOL_WIDTH-1);
    assign t_eq_hal_sym_wid = ((t+t) == (SYMBOL_WIDTH- 1)) | ((t+t) == SYMBOL_WIDTH - 2);
    always @(done) begin
        if (done) d_out = buffer[8:1];
    end
    always @(posedge clk or negedge rst_n) begin
        if (~rst_n) begin
            i <= 0;
            t <= 0;
            buffer <= 10'b0000000000;
        end
        else begin 
            if(get) begin
                buffer <= {buffer[8:0], Rx};
            end
            if (~recv_req) begin
                if (inc_t) t <= t+1;
                if (inc_i) i <= i+1;
                if (reset_i) i <= 0;
                if (reset_t) t <= 0;     
            end
        end
    end
endmodule
module Tx (
    input clk, rst_n, send_req,
    input [15:0] SYMBOL_WIDTH,        
    input [7:0] d_in,
    output send_ack,
    output Tx
);
    wire load_bit, inc_i, inc_t, reset_i, reset_t, i_eq_10, t_eq_sym_wid;
Tx_datapath tx_dp (
    .clk(clk), .rst_n(rst_n),
    .d_in(d_in),
    .SYMBOL_WIDTH((SYMBOL_WIDTH)),
    .load_bit(load_bit),
    .inc_i(inc_i),
    .inc_t(inc_t),
    .reset_i(reset_i),
    .reset_t(reset_t),
    .send_ack(send_ack),
    .i_eq_10(i_eq_10),
    .t_eq_sym_wid(t_eq_sym_wid),
    .Tx(Tx)
);
Tx_control tx_ctr (
    .clk(clk), .rst_n(rst_n),
    .send_req(send_req),
    .i_eq_10(i_eq_10),
    .t_eq_sym_wid(t_eq_sym_wid),
    .load_bit(load_bit),
    .inc_i(inc_i),
    .inc_t(inc_t),
    .reset_i(reset_i),
    .reset_t(reset_t),
    .send_ack(send_ack)
);
endmodule
module Tx_control (
    input clk, rst_n, send_req,
    input i_eq_10, t_eq_sym_wid,
    output reg load_bit, inc_i, inc_t, reset_i, reset_t,
    output reg send_ack      
);
    localparam  idle = 0,
                sending = 1;
	reg state, next_state;
	always @(state, i_eq_10, t_eq_sym_wid, send_req)
	begin
        load_bit = 0;
        inc_i = 0;
        inc_t = 0;
        reset_i = 0;
        reset_t = 0;
        send_ack = 1;
        next_state = state;
		case (state)
            idle: 
                if (send_req) begin
                    reset_i = 1;
                    reset_t = 1;
                    load_bit = 1;
                    next_state = sending;
                end
            sending:
            begin
                send_ack = 0;
                if (~t_eq_sym_wid) begin
                    inc_t = 1;
                end
                else begin
                    inc_i = 1;
                    reset_t = 1;
                    if (i_eq_10) begin
                        reset_i = 1;
                        reset_t = 1;
                        next_state = idle;
                    end
                end
            end
            default: next_state = state;
        endcase
	end
	always @(posedge clk or negedge rst_n) begin
		if (~rst_n) begin
		    state <= idle;
		end
		else begin
			state <= next_state;
		end
	end
endmodule
module Tx_datapath (
    input clk, rst_n,
    input [7:0] d_in,
    input [15:0] SYMBOL_WIDTH,       
    input load_bit, inc_i, inc_t, reset_i, reset_t,
    input send_ack,
    output i_eq_10, t_eq_sym_wid, 
    output Tx
);
    reg [3:0] i;
    reg [15:0] t;
    reg [9:0] buffer;
    assign i_eq_10 = (i==9);
    assign t_eq_sym_wid = (t == SYMBOL_WIDTH-1);
    assign Tx = buffer[9];
    always @(posedge clk or negedge rst_n) begin
        if (~rst_n) begin
            i <= 0;
            t <= 0;
            buffer <= 10'b1111111111;
        end
        else begin 
            if(load_bit) begin
                buffer <= {1'b0, d_in, 1'b1};
                i <= 0;
                t <= 0;
            end
            else if (~send_ack) begin
                if (inc_t) t <= t+1;
                if (inc_i) begin 
                    i <= i+1;
                    buffer <= {buffer[8:0],1'b1};
                end
                if (reset_i) i <= 0;
                if (reset_t) t <= 0;
            end
        end
    end
endmodule
module UART (
    input clk, rst_n,
    input [15:0] SYMBOL_WIDTH,        
    input send_req,
    input Rx,
    input [7:0] d_in,
    output send_ack, recv_req,
    output Tx,
    output [7:0] d_out
);
    Rx Recv (
        .clk(clk),
        .rst_n(rst_n),
        .SYMBOL_WIDTH(SYMBOL_WIDTH),
        .Rx(Rx),
        .recv_req(recv_req),
        .d_out(d_out)
    );
    Tx Trans (
        .clk(clk),
        .rst_n(rst_n),
        .send_req(send_req),
        .SYMBOL_WIDTH(SYMBOL_WIDTH),
        .d_in(d_in),
        .send_ack(send_ack),
        .Tx(Tx)
    );
endmodule
module detect_edge (
    input clk, rst_n,
    input in,
    output reg change
);
    localparam [1:0]    idle = 0,
                        zero = 1,
                        one = 2;
    reg [1:0] state, next_state;
    always @(posedge clk or negedge rst_n) begin
        if (~rst_n) state <= idle;
        else state <= next_state;
    end
    always @(in or state) begin
        next_state = state;
        change = 0;
        case (state)
            idle : begin
                if(in) next_state = one;
                if(~in) next_state = zero;
            end
            zero : if(in) begin
                change = 1;
                next_state = one;
            end
            one: if(~in) begin
                change = 1; 
                next_state = zero;
            end
            default: next_state = zero;
        endcase
    end 
endmodule
module lab5_top (
    input clk1, rst_n1, clk2, rst_n2,
    input send_req1, send_req2,
    output send_ack1, send_ack2,
    output recv_req1, recv_req2,
    input [7:0] d_in1, d_in2,
    output [7:0] d_out1, d_out2
);
    wire R1T2, T1R2;
    UART uart1 (
        .clk(clk1), .rst_n(rst_n1),
        .SYMBOL_WIDTH(4),
        .send_req(send_req1),
        .Rx(R1T2),
        .d_in(d_in1),
        .send_ack(send_ack1),
        .recv_req(recv_req1),
        .Tx(T1R2),
        .d_out(d_out1)
    );
    UART uart2 (
        .clk(clk2), .rst_n(rst_n2),
        .SYMBOL_WIDTH(4),
        .send_req(send_req2),
        .Rx(T1R2),
        .d_in(d_in2),
        .send_ack(send_ack2),
        .recv_req(recv_req2),
        .Tx(R1T2),
        .d_out(d_out2)
    );
endmodule
==> job_summary.md <==
### Flow metrics

| Metric | Value |
|---|---|
| Status | finished, final reports clean |
| Unrepaired setup endpoints after global routing | no |
| Area grow syn2layout | 22.6% |
| DRT Wirelength | between 10000 and 15000 um |
| Pwr Density | 802 mW/mm^2 |
| Final setup margin | 454 ps |
| Post-Syn Area | 0.00618 sq mm |
| Pre-CTS WS | 801 ps |
| Post-place instance area | around 0.0069 sq mm |
| Via count | around 4400 |
| Yosys chip area | around 0.0062 sq mm |
| 1st-pass router iterations | 4 |
| Number of synthesized register bits | around 140 |
| Grt ovf | 0 |
| Max VDD drop | ~340 uV |
| Final Cell Area | between 0.007 and 0.008 sq mm |
| Worst-Margin Slew | 811 ps |
| Drt wl/cell | 12.5 um |
| Fin. max-slew vios | 0 |
| P_leak | between 3 and 4 nW |
| Main flop type | dfrtp_1 |
| Buf+Inv Stages, Crit Path | 2 |
| Core box area | a little over 0.02 sq mm |
| Register pins left without a clock | 16 |
| First-pass GRT wire length | around 20000 um |
| Layout cells sized above 1 | 13.8% |
| Clock Pin Slew Worst Setup and Hold Paths | approximately 50 ps |
| Non-filler instance count after layout | ~920 |
| Routed vias/inst | 4.74 |
| Initial DRC count | 206 |
| Top cells excl fill/tap | dfrtp_1 (106), nor2_1 (74), nand2_1 (61) |
| Largest fanout on the critical path | 8 |
| Die H | approximately 150 um |
| Crit path largest cell delay | 550 ps |
| Total track usage | between 10% and 20% |
| CP max-delay cell | dfstp_2 |
| Logic area | 0.00269 sq mm |
| Effective utilization at floorplan | a little under a third |
| Antenna Diode Count | 0 |
| Final hold vios | 0 |
| Synthesized area per cell | 10.6 sq um |
| Setup crit end kind | output port |
| Fin Setup TNS | 0 ps |
| Post_cts resized | 0 |
| Pin count of the biggest net entering global routing | 35 |
| Slew HR | ~46% |
| Hold Buf Count CTS | 0 |
| Crit path launch type | flip-flop |
| Setup violators final | 0 |
| Initial antenna violation count | 0 |
| Final core occ | approximately 37% |
| # fillers | about 1900 |
| Top cell excl fill/tap | dfrtp_1 |
| CTS tree | done |
| # DRC | 0 |
| Worst path top cell family by delay | buffers and inverters |
| Synth async-reset ratio | about nine tenths |
| Crit path DRT | 2560 ps |
| Max-cap violations | 0 |
| Yosys warning tally | 7 |
| Inst Count DP | around 900 |
| Worst EP arrival | 2110 ps |
| Critical path cell sequence | mux2_2, nand2b_1, inv_1, clkdlybuf4s50_1 |
| Flip-flops with a built-in enable | 0 |
| Endpoints left unconstrained | 32 |
| Number of cells in Yosys stat | around 590 |
| Final antenna-violating net count | 0 |
| Final total power | 6.08 mW |
| Storage element area | ~0.0034 sq mm |
| Final HPWL DP | around 7800 um |
| Clock skew | between 6 and 7 ps |
| Die area | 0.0212 sq mm |
| Worst hold path class | input port to async pin |
| Number of port buffers | 40 |
| Log Warnings | 30 |
| Vias in the first global route | 4182 |
| Worst hold slack | 299 ps |
| Final RePlAce weighted congestion | 0.791 |
| Postcts setup bufs | 0 |
| Die width | roughly 150 um |
| Row count | 52 |
| Yosys cell types | between 50 and 60 |
| # IOs | between 40 and 50 |
| Cells after Synth | around 590 |
| Setup Crit Path Kind | flip-flop to output port |
-- synth_stat cells, types with 2 or more instances --
cell type,instances,area (sq um)
or3_1,9,56.3
dfrtp_1,106,2650
nor2b_1,7,43.8
dlxtp_1,16,240
xnor2_1,14,123
nor2_1,74,278
o21ai_0,25,125
xor2_1,35,307
and3_1,5,31.3
nand3b_1,3,22.5
a21oi_1,25,125
and4_1,12,105
nor4_2,3,37.5
o2111a_1,2,22.5
mux2_2,19,214
nand2_1,61,229
o31ai_1,3,22.5
o22ai_1,3,18.8
nor4b_1,2,17.5
buf_1,2,7.51
o2111ai_1,4,35.0
nand3_1,17,85.1
a22oi_1,6,45.0
nor4_1,9,56.3
nand4_1,14,87.6
mux2i_1,9,90.1
nand2b_1,6,37.5
inv_1,19,71.3
nor3_1,9,45.0
buf_2,5,25.0
dfstp_2,18,473
clkbuf_1,5,18.8
ha_1,12,150
a32o_1,2,20.0
nor4bb_1,2,20.0
and3b_1,2,17.5
-- report_power, final --
part | switching, mW | total, mW | internal (mW) | leakage [nW]
registers | 0.342 | 2.43 | 2.09 | 1.69
logic | 0.794 | 1.44 | 0.643 | 1.29
clock network | 0.714 | 2.21 | 1.49 | 0.336
-- final cells by class --
class | instances | share of cell area (%)
flip-flops and latches | 140 | 44.4
multi-input cells | 414 | 35.4
clock buffers | 21 | 6.35
repair buffers | 47 | 5.84
well taps | 270 | 4.46
clock inverters | 11 | 2.61
inverters | 19 | 0.941
-- layer usage --
| metal | track usage, % | routed length (um) | part of all wire [%] | vias to the layer above |
|---|---|---|---|---|
| li1 | - | - | - | 2173 |
| met1 | 18.6 | 5780 | 50 | 2093 |
| met2 | 17.2 | 5030 | 44 | 90 |
| met3 | 3.65 | 564 | 4.9 | 11 |
| met4 | 1.47 | 137 | 1.2 | 0 |
| met5 | 0 | 0 | 0 | - |
-- worst paths after layout --
check	cells after the start	slack (ps)	startpoint	to
min	1	300	rst_n1	uart1.Trans.tx_dp.t[0]
max in group clk1	4	1010	uart2.Recv.rx_dp.t[0]	uart2.Recv.rx_dp.buffer[7]
min in group clk0	0	430	uart2.Trans.tx_dp.buffer[9]	uart1.Recv.detect.state[1]
max	4	450	uart2.Trans.tx_dp.buffer[9]	recv_req1
min reg2reg	0	430	uart2.Trans.tx_dp.buffer[9]	uart1.Recv.detect.state[1]
max in group asynchronous	2	2090	rst_n2	uart2.Recv.rx_dp.t[5]
min in group clk1	0	460	uart1.Trans.tx_dp.buffer[9]	uart2.Recv.detect.state[1]
max reg2reg	4	1010	uart2.Recv.rx_dp.t[0]	uart2.Recv.rx_dp.buffer[7]
-- cell families after synthesis --
logic type                 after synthesis  synth area share [%]
and+or+nand+nor                        244                  20.7
DFF                                    124                  50.5
AOI/OAI and AO/OA                       80                  8.21
xor gates and xnor gates                49                  6.94
buffers and inverters                   32                  2.16
muxes                                   29                  5.16
latches                                 16                  3.88
adders and majority gates               12                  2.43
-- state kept, by name, indices dropped and copies added (netlist names), 9 cells and up --
signal / flops
uart2.Recv.rx_dp.t: 16
uart2.Trans.tx_dp.buffer: 9
uart2.Trans.tx_dp.t: 16
uart1.Recv.rx_dp.buffer: 9
uart1.Recv.rx_dp.t: 16
uart2.Recv.rx_dp.buffer: 9
uart1.Trans.tx_dp.buffer: 9
uart1.Trans.tx_dp.t: 16
Power is estimated from default activity; no workload was simulated.
