## flow/config.mk

```make
export PLATFORM = sky130hd
export DESIGN_NAME = majority_32bits
export DESIGN_NICKNAME = majority_32bits
export VERILOG_FILES = /design/flow/design.v
export SDC_FILE = /design/flow/constraint.sdc
export NUM_CORES = 4
export LEC_CHECK = 1
export CORE_AREA = 10 10 83 83
export DIE_AREA = 0 0 93 93
```

## flow/constraint.sdc

```tcl
current_design majority_32bits

set clk_period 5.5
set clk_io_pct 0.2

create_clock -name clk0 -period $clk_period

set non_clock_inputs [all_inputs -no_clocks]
set_input_delay [expr $clk_period * $clk_io_pct] -clock clk0 $non_clock_inputs
set_output_delay [expr $clk_period * $clk_io_pct] -clock clk0 [all_outputs]
```

## flow/design.v

```verilog
module majority_32bits (
    input [31:0] in,
    output reg maj
);
    integer  i, count;
    always @(in) begin
        count = 0;
        for (i=0; i<32; i = i + 1)
            count = count + in[i];
        if (count >16) 
            maj = 1;
        else maj = 0;
    end
endmodule
```

## flow/run.sh

```bash
#!/bin/bash
# OpenROAD 26Q1-2900-gdf79404cd8, Yosys 0.63+post, stock flow scripts
make -C /OpenROAD-flow-scripts/flow DESIGN_CONFIG=/design/flow/config.mk WORK_HOME=/design/flow/orfs finish
```

==> impl_metrics.toml <==
# synthesis and place-and-route metrics
[yosys]
syn_area_um2 = 857
top_cell_area_share_pct = 56.1
yosysWarningCount = 1
yosys_cells = 95
syn_inst = 95
avgSynthCellArea_um2 = 9.02
yosysTopAreaCell = "fa_1"
yosysUniqueCellTypes = 16
topCellsByArea = "fa_1 (56%), inv_1 (20%), ha_1 (10%)"
yosysSeqAreaShare_pct = 0
top_cell = "inv_1"
common_cells = "inv_1 (46), fa_1 (24), ha_1 (7), nor2_1 (4)"
ys_area_um2 = 857

[grt]
grt_pass1_vias = 684
grt_max_degree = 5
grt-ovfl-total = 0
grt_first_pass_wirelength_um = 2910
grt_usage_pct = 3.98
grt_antenna_before_repair = 0

[route]
n_antenna_cell = 0
vias = 642
drtPass1Iterations = 2
wl_per_cell_um = 8.05
wirelength_met1_um = 854
drt-total-wl_um = 1650
wl_met3_um = 103
routed_via_density = 3.13
antenna_left = 0
wl_met2_um = 692
drtIter0Drc = 7
routed.top_layer = "met3"
drc_errors = 0

[worst_setup_path]
path_delay_family = "adder cells"
cp.required_ns = 4.40
crit_type = "input pin to output pin"
cp.arrival_ns = 5.55
crit_buf_inv = 5
cp-end-kind = "output pin"
crit_slowest_cell = "fa_2"
crit_cells = 17
cp-startpoint = "in[15]"
startpoint_type = "input pin"
critPathMaxStageDelay_ns = 0.60
worstPathCellList = "buf_6, inv_2, fa_1, fa_1, fa_2, fa_1, fa_1, fa_1, inv_2, ha_4, fa_2, or2_4, buf_6, nor2_4, nand3_1, and3_1, buf_2"
cpMostUsedCell = "fa_1"
critical_path.endpoint = "maj"
cp_max_fo = 2

[final_timing]
hold_viol_final = 0
worst_pin_slew_ns = 0.276
final.setup.worst_slack_ns = -1.15
rsz0062_at_grt = "yes"
fin_crit_ns = 6.65
period_used_pct = 121
setup_viol = 1
relSlewSlack_pct = 81.6
timing.fmax_mhz = 150
slew_violations = 0
finalSetupTns_ns = -1.15

[place]
place_ws_ns = -1.86
dpl_cell_area_um2 = 1330
place.port_buffers = 33
hpwl_um = 1600
gp_congestion = 0.745

[floorplanning]
die_w_um = 93
io_pins = 33
die_y_um = 93
core_area_um2 = 5140
placement_rows = 26
fp_util_pct = 16.7
dieArea_um2 = 8650

[run]
cap_violations = 0
tool_warnings = 35

[worst_hold_path]
whs_path_depth = 7
min_path_type = "input pin to output pin"

[run_status]
status = "finished with violations"
violations = "setup timing"

[final_layout]
fillers = 579
seq_cell_count = 0
layout-drive-gt1-share_pct = 32.6
synthToLayoutAreaGrowth_pct = 54.6
fin_util_pct = 25.8
flop_area_um2 = 0
design_area_um2 = 1330
clkbuf_count = 0
[repair_timing]
item / in CTS / in global routing
pin swaps: 19 / 17
cloned: 0 / 0
setup buffers: 1 / 2
endpoints found under the setup margin: 1 / 1
hold buffers: 0 / 0
gates resized: 49 / 20
[how the worst min path moves through the flow]
stage	endpoint	slack [ns]	start
finish	maj	3.35	in[2]
global route	maj	3.41	in[2]
CTS	maj	3.30	in[2]
[cell families (layout without fill, tap and decap cells)]
group	after synthesis	count (layout)	share of synthesized area, %
XOR/XNOR	1	1	1.02
AND-OR/OR-AND	6	6	6.13
buffers and inverters	46	86	20.1
adder cells (fa/ha/maj)	31	31	66.3
AND/OR/NAND/NOR	11	11	6.42
[placed cells by master, fill, tap and decap left out, drive strengths merged]
cell type,count
clkbuf,5
nor2,4
inv,46
clkdlybuf4s50,17
ha,7
a21oi,1
xor2,1
a21o,1
nand3,2
buf,18
nand2,1
and3,1
a211oi,1
or2,1
nand2b,1
and2,1
a2111oi,1
fa,24
a31oi,2
[metal layers]
metal	vias to the layer above	GRT usage, %
li1	339	-
met1	281	6.24
met2	22	5.96
met3	0	0.727
met4	0	0
met5	-	0
[area by class of cell]
type | instances | area, um2 | area share, %
inverter | 46 | 173 | 13.0
multi-input combinational | 49 | 739 | 55.8
timing repair buffer | 40 | 325 | 24.6
tap | 70 | 87.6 | 6.61
[per-stage QoR]
step	std cells	hold slack, ns
after CTS	203	3.30
after floorplan	95	2.65
after global routing	205	3.41
final	205	3.35
after detailed placement	202	3.67
after global placement	202	3.68
