==> ./config.mk <==
export PLATFORM = sky130hd
export DESIGN_NAME = ALU_32bits
export DESIGN_NICKNAME = ALU_32bits
export VERILOG_FILES = /design/flow/design.v
export SDC_FILE = /design/flow/constraint.sdc
export NUM_CORES = 4
export LEC_CHECK = 1
export CORE_UTILIZATION = 30
==> ./constraint.sdc <==
current_design ALU_32bits

set clk_period 14.3
set clk_io_pct 0.2

create_clock -name clk0 -period $clk_period

set non_clock_inputs [all_inputs -no_clocks]
set_input_delay [expr $clk_period * $clk_io_pct] -clock clk0 $non_clock_inputs
set_output_delay [expr $clk_period * $clk_io_pct] -clock clk0 [all_outputs]
==> ./run.sh <==
#!/bin/bash
# OpenROAD 26Q1-2900-gdf79404cd8, Yosys 0.63+post, stock flow scripts
make -C /OpenROAD-flow-scripts/flow DESIGN_CONFIG=/design/flow/config.mk WORK_HOME=/design/flow/orfs finish
==> ./design.v <==
module ALU_32bits (
    input [31:0] a, b,
    output reg [31:0] c,
    input [2:0] opcode
);
    always @(a or b or opcode) begin
        case (opcode)
            0: c = a + b;
            1: c = a - b;
            2: c = ~a;
            3: c = a & b;
            4: c = a | b;
            5: c = a ^ b;
            6: c = a <<< 1;
            7: c = a >>> 1;
            default: c = 32'b0;
        endcase
    end
endmodule
==> results.cfg <==
; generated from flow reports
[place]
routabilityCongestion = 0.9638
port_buffers = 99
place_hpwl_um = 13290

[detailed_routing]
post_drt_via_cell_ratio = 5.465
drt_iter0_markers = 359
first_pass_iters = 5
routed_wl_um = 16990
vias = 5449
drc = 0
antenna_cells = 0
ant_nets = 0
wl_per_cell_um = 17.04

[worst_setup_path]
worstSetupStartpointType = primary input
max_stage_delay_ns = 0.68
worstPathCellList = clkdlybuf4s50_1 -> buf_4 -> or2_2 -> nor2_2 -> a31oi_1 -> xnor2_1 -> ha_1 -> a21o_1 -> a21oi_1 -> a211oi_1 -> o31ai_1 -> a21oi_1 -> or3_1 -> o311ai_0 -> clkdlybuf4s50_1
endpoint_kind = primary output
arrival_ns = 7.66
critPathTopFamily = simple AND/OR/NAND/NOR gates
cp_num_buf_inv = 3
critPathKind = in2out
cp.required_ns = 11.44
path_max_fanout = 29
cp_slowest_cell = nor2_2

[final_timing]
max_freq_ghz = 0.09507
slew_viol_final = 0
hold_viol = 0
max_slew_margin = 0.4691
worstMarginPinSlew_ns = 0.7934
period_used_share = 0.7355
grt_setup_unrepaired = false
final.setup.tns_ns = 0
fin_crit_ns = 10.52
finalSetupViolCount = 0

[clock_network]
cts-resized-gates = 0
ctsHoldBuffers = 0
postCtsSetupBuffers = 0

[pwr]
pwr_density_cell_nw_per_um2 = 42.34
ir_worst_vdd_mv = 0.01486
p_leak_uw = 0.002536

[global_route]
grt_pass1_wl_um = 27330
track_usage = 0.2092
grt_max_degree = 40
grt.overflow.total = 0
grt_pass1_vias = 5156
antenna_found_initial = 0

[hold_path]
hp-class = in2out
hold_end = c[0]
min_from = opcode[1]
whs_path_depth = 4

[floorplanning]
boundaryPins = 99
die_w_um = 128.6
die_y_um = 128.6
dieArea_um2 = 16530
core_util_floorplan = 0.3115
core_area_um2 = 15430
std_cell_rows = 45

[yosys]
synth-area-yosys_um2 = 4806
ys_seq_share = 0
synth_cell_types = 65
yosys_cells = 712
syn_area_um2 = 4806
yosysWarnings = 1
synthCells = 712
syn_avg_cell_area_um2 = 6.750

[job]
cap_viol_max_count = 0
tool_warnings = 65

[run_status]
status = complete, no violations

[finish]
syn2layout_area_growth_pct = 24.84
regArea_um2 = 0
layout-drive-gt1-share = 0.03562
n_fill_cell = 1683
ff_count = 0
clkbuf_count = 0
final_core_util = 0.3889
-- power breakdown --
group          switching (uW)  internal, uW  leakage, uW
clock network               0             0            0
logic                     135           119      0.00254
registers                   0             0            0
total                     135           119      0.00254
-- synthesized netlist by cell type (2+ instances only) --
library cell  instances  area, um2
inv_1                74      277.8
nor4_1                2      12.51
o41ai_1               3      26.28
o21bai_1              7      52.55
a221oi_1             22      192.7
nor3_1                9      45.04
a211oi_1              3      22.52
a31oi_1              13      81.33
a22o_1                3      26.28
nand2_1              53      198.9
a41oi_1               2      17.52
a21oi_1              75      375.4
o221ai_1              4      35.03
xnor2_1              45      394.1
nand3_1              14      70.07
o21ai_0              53      265.3
o31ai_1               9      67.56
nand4_1               9      56.30
o31a_1                2      17.52
buf_1                 3      11.26
a22oi_1               8      60.06
nor2b_1               3      18.77
or4_4                 3      33.78
ha_1                 96       1201
xor2_1               11      96.34
clkbuf_1             30      112.6
o21a_1                8      60.06
mux2i_1               7      70.07
nor2_1               59      221.5
nand2b_1              4      25.02
a221o_1               2      20.02
o32a_1                3      30.03
o22ai_1               9      56.30
a21o_1                8      60.06
and3_1                5      31.28
o211ai_1             21      157.7
nor2_2                2      12.51
-- logic make-up (layout without fill, tap and decap cells) --
group	count (synthesis)	after routing	share of synthesized area
AOI/OAI and AO/OA	266	266	0.3614
buffers and inverters	108	182	0.08461
muxes	9	9	0.02161
adders and majority gates	97	97	0.2541
and+or+nand+nor	175	175	0.1729
xor gates and xnor gates	57	57	0.1054
-- area by class of cell --
| cell class | instances | area (um2) | area share |
|---|---|---|---|
| well taps | 211 | 264.0 | 0.04400 |
| inverters | 74 | 277.8 | 0.04630 |
| multi-input cells | 604 | 4399 | 0.7333 |
| repair buffers | 108 | 1059 | 0.1764 |
-- per-stage QoR --
stage | instances | total power, uW | setup slack (ns) | hold WS [ns] | instance area [um2]
after floorplan | 712 | 151.1 | 5.594 | 5.801 | 4806
after global placement | 997 | 253.8 | 3.788 | 6.942 | 6000
after detailed placement | 997 | 251.7 | 3.771 | 6.948 | 6000
after CTS | 997 | 253.6 | 3.763 | 6.950 | 6000
after global routing | 997 | 282.8 | 3.314 | 6.972 | 6000
final | 997 | 254.0 | 3.782 | 6.940 | 6000
-- metal layers --
layer | up-vias | GRT usage | wire [um]
met5 | - | 0 | 0
met3 | 9 | 0.01101 | 906
li1 | 2759 | - | -
met1 | 2506 | 0.3050 | 8064
met2 | 175 | 0.3520 | 7867
met4 | 0 | 0.02076 | 150
-- how the worst max path moves through the flow --
stage | from | endpoint | cells after the start
6_report | opcode[2] | c[28] | 15
5_1_grt | opcode[2] | c[28] | 15
4_1_cts | opcode[2] | c[28] | 15
-- layout by cell type, fill, tap and decap left out, drive strengths merged, types with 10 or more instances in the layout --
master / instances
nand3: 15
a21oi: 75
clkdlybuf4s50: 99
o21ai: 54
ha: 96
a31oi: 14
o211ai: 21
nor2: 61
nor3: 10
xor2: 11
a221oi: 22
inv: 74
nand2: 53
xnor2: 46
No activity file was given, so power comes from the tool's default toggle rates.
